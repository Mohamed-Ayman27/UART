## /design/flow/design.v

```verilog
module FSM (
    input wire Data_Valid,
    input wire CLK, RST,
    input wire PAR_EN,
    input wire ser_done,
    output reg ser_en,
    output reg[1:0] mux_sel,
    output reg busy
);
localparam [2:0] IDLE   = 3'b000,
                 START  = 3'b001,
                 SERIAL = 3'b011,
                 PAR    = 3'b010,
                 STOP   = 3'b110;
reg     [2:0]    Curr_State, Next_State;
always @(posedge CLK or negedge RST) begin
    if (!RST) begin
        Curr_State <= IDLE;
    end
    else begin
        Curr_State <= Next_State;
    end
end
always @(*) begin
    busy    = 1;
    mux_sel = 2'd1;  
    ser_en  = 0;
    case (Curr_State)
        IDLE: begin
            busy = 0;
            if(Data_Valid) begin
                Next_State = START;
            end
            else begin
                Next_State = IDLE;
            end
        end
        START: begin
            busy = 1;
            mux_sel = 2'd0;
            ser_en = 1;
            Next_State = SERIAL;
        end
        SERIAL: begin
            if (!ser_done) begin
                busy = 1;
                mux_sel = 2'd2;
                ser_en = 1;
                Next_State = SERIAL;
            end
            else if(ser_done) begin
                busy = 1;
                mux_sel = 2'd3;
                ser_en = 0;
                if( PAR_EN ) begin
                    Next_State = PAR;
                end
                else begin
                    mux_sel = 2'd1;
                    Next_State = STOP;
                end
            end
        end
        PAR: begin
            busy = 1;
            mux_sel = 2'd1;
            Next_State = STOP;
        end
        STOP: begin
            if( Data_Valid ) begin
                Next_State = SERIAL;
                ser_en = 1;
                mux_sel = 2'd0;
                busy = 1;
            end
            else begin
                busy = 0;
                Next_State = IDLE;
                mux_sel = 2'd1;
            end
        end
        default: begin
            busy    = 1;
            mux_sel = 2'd1;  
            ser_en  = 0;
            Next_State = IDLE;
        end
    endcase
end
endmodule
module MUX (
    input wire [1 : 0] mux_sel,
    input wire start_bit, stop_bit, ser_data, par_bit,
    output reg TX_OUT
);
    always @(*) begin
        case (mux_sel)
            2'b00: begin
                TX_OUT = start_bit;
            end
            2'b01: begin
                TX_OUT = stop_bit;
            end
            2'b10: begin
                TX_OUT = ser_data;
            end
            2'b11: begin
                TX_OUT = par_bit;
            end
        endcase
    end
endmodule
module Par_Calc #(
    parameter Data_Len = 8
) (
    input wire Data_Valid, CLK,
    input wire [ Data_Len - 1 : 0 ]P_DATA,
    input wire PAR_TYP,
    output reg par_bit    
);
reg P_Data_Parity;
always @(posedge CLK) begin
    P_Data_Parity =^P_DATA;  
    if (Data_Valid) begin
        if( PAR_TYP )begin  
            par_bit = P_Data_Parity;  
        end
        else begin
            par_bit = ~P_Data_Parity;  
        end
    end
end
endmodule
module Serializer #(
    parameter Data_Len = 8,
    parameter CountLen = 4
) (
    input wire [ Data_Len - 1 : 0] P_DATA,
    input wire CLK, RST, ser_en,
    output reg ser_data,ser_done
);
reg [ CountLen - 1 : 0] Count;
reg [ Data_Len - 1 : 0] P_DATA_reg;
always @(posedge CLK ) begin
    if (!ser_en) begin
        P_DATA_reg <= P_DATA;
    end
    else begin
        P_DATA_reg <= P_DATA_reg;
    end
end
always @(posedge CLK or negedge RST) begin
    if( !RST ) begin
        ser_done <= 0;
        Count <= 0;
        ser_data <= 0;
    end
    else begin
        if( ser_en && Count != 8 ) begin
            ser_data <= P_DATA_reg[0];
            P_DATA_reg <= P_DATA_reg>>1;
            Count <= Count + 1;
        end
        else if ( ser_en && Count == 8) begin
            ser_done <= 1;
            Count <= 0;
        end
        else if ( !ser_en && ser_done) begin
            ser_done <= 0;
            Count <= 0;
        end
        else begin
            ser_data <= ser_data;
        end
    end
end
endmodule
module TOP#(
    parameter Data_Len = 8
) (
    input wire [ Data_Len - 1 : 0 ]  P_DATA_TOP,
    input wire Data_Valid_TOP,
    input wire CLK_TOP,RST_TOP,
    input wire PAR_EN_TOP,PAR_TYP_TOP,
    output wire TX_OUT_TOP,busy_TOP
);
wire ser_done_TOP,ser_en_TOP,ser_data_TOP;
wire par_bit_TOP;
wire[1:0] mux_sel_TOP;
FSM FSM_TOP (
    .Data_Valid(Data_Valid_TOP),
    .CLK(CLK_TOP), 
    .RST(RST_TOP),
    .PAR_EN(PAR_EN_TOP),
    .ser_done(ser_done_TOP),
    .ser_en(ser_en_TOP),
    .mux_sel(mux_sel_TOP),
    .busy(busy_TOP)
);
MUX MUX_TOP(
    .mux_sel(mux_sel_TOP),
    .start_bit(1'b0),
    .stop_bit(1'b1),
    .ser_data(ser_data_TOP),
    .par_bit(par_bit_TOP),
    .TX_OUT(TX_OUT_TOP)
);
Par_Calc Par_Calc_TOP(
    .Data_Valid(Data_Valid_TOP),
    .CLK(CLK_TOP),
    .P_DATA(P_DATA_TOP),
    .PAR_TYP(PAR_TYP_TOP),
    .par_bit(par_bit_TOP)  
);
Serializer Serializer_TOP(
    .P_DATA(P_DATA_TOP),
    .CLK(CLK_TOP),
    .RST(RST_TOP), 
    .ser_en(ser_en_TOP),
    .ser_data(ser_data_TOP),
    .ser_done(ser_done_TOP)
);
endmodule
```

## /design/flow/run.sh

```bash
#!/bin/bash
# OpenROAD 26Q1-2900-gdf79404cd8, Yosys 0.63+post, stock flow scripts
make -C /OpenROAD-flow-scripts/flow DESIGN_CONFIG=/design/flow/config.mk WORK_HOME=/design/flow/orfs finish
```

## /design/flow/config.mk

```make
export PLATFORM = sky130hd
export DESIGN_NAME = TOP
export DESIGN_NICKNAME = TOP
export VERILOG_FILES = /design/flow/design.v
export SDC_FILE = /design/flow/constraint.sdc
export NUM_CORES = 4
export LEC_CHECK = 1
export CORE_AREA = 10 10 70 70
export DIE_AREA = 0 0 80 80
```

## /design/flow/constraint.sdc

```tcl
current_design TOP

set clk_period 2.8
set clk_io_pct 0.2

create_clock -name clk0 -period $clk_period [get_ports {CLK_TOP}]

set non_clock_inputs [all_inputs -no_clocks]
set_input_delay [expr $clk_period * $clk_io_pct] -clock clk0 $non_clock_inputs
set_output_delay [expr $clk_period * $clk_io_pct] -clock clk0 [all_outputs]
```

==> results.toml <==
# flow metrics
[setup_path]
start_kind = "input pin"
worst-setup-path-type = "in -> out"
cp_cell_sequence = "clkdlybuf4s50_1, inv_1, a221oi_1, a31oi_1, clkdlybuf4s50_1"
critPathMaxStageDelay_ns = 0.57
cpMaxStageDelayCell = "clkdlybuf4s50_1"
end_kind = "primary output"
critPathArrivalTime_ns = 1.98
crit_required_ns = 2.24
crit_fanout = 6
crit_path_frequent_cell = "clkdlybuf4s50_1"

[timing]
skew_ns = 0.00773
slew_headroom = 0.703
period_used_share = 0.905
hold_viol = 0
fmax_mhz = 394
setup_viol = 0
fin_setup_tns_ns = 0
timing.final.max_slew_violations = 0
min_period_ns = 2.54
tightest_slew_ns = 0.444
rsz0062_at_grt = "false"

[routing]
first_iter_violations = 5
dr.pass1.iters = 4
vias = 482
diodes = 0
drt-total-wl_microns = 1230
wl_per_cell_microns = 10.1
drc = 0
vias_per_cell = 3.95
ant_nets = 0

[floorplanning]
die-area_sq_um = 6400
rows = 21
fp_util = 0.180
ios = 15
die_height_microns = 80
core_sq_um = 3420
dieWidth_microns = 80

[power]
powerDensity_nw_per_um2 = 714
total_power_mw = 0.600
leakagePower_nw = 0.351
ir_drop_mv = 0.127

[finish]
nFillCells = 372
area_delta_synth_final_pct = 36.6
final_cells = 122
fin_area_sq_um = 841
layout-drive-gt1-share = 0.0921
lay_top_count = "clkdlybuf4s50_1"
fin_util = 0.246
mostFrequentLayoutCells = "clkdlybuf4s50_1 (14), dfrtp_1 (9), inv_1 (7)"

[clocking]
htreeDepth = 1
post-cts-setup-buffer-count = 0
path_clk_slew_ns = 0.08
cts_hold_buf = 0
clk_latency_ns = 0.27
cts_buffer_depth = 2
clock_sinks = 11
clockRootBuffer = "clkbuf_4"
cts_tree = "done"
ctsResizeCount = 0
cts_inserted_buffers = 3

[outcome]
status = "finished clean"

[synthesis]
synth-seq-cells = 11
syn_inst = 58
yosysChipArea_sq_um = 616
avgSynthCellArea_sq_um = 10.6
syn_area_sq_um = 616
ys_warn_count = 20
synth.distinct_cells = 32
synth_stat.cells = 58
ys_seq_share = 0.457

[placed_design]
dp.cells = 118
hpwl_microns = 1030
io_buffers = 14
dpl-instance-area_sq_um = 813
place_congestion = 0.745

[grt]
grt_pass1_wl_microns = 2060
grt_max_degree = 11
busiest_layer = "met2"
antenna_found_initial = 0
use_met1 = 0.0474
met3_usage = 0.00455
overflow = 0
grt_use_met2 = 0.0650
grtUsageTotal = 0.0382
grt_pass1_vias = 493

[job]
warnings = 26
cap_violations = 0

[min_path]
hold_path.class = "reg -> reg"
-- metrics by stage --
step / hold WS [ns] / setup slack (ns)
after detailed placement: 0.434 / 0.255
after floorplan: 0.264 / 1.33
after global routing: 0.464 / 0.152
after global placement: 0.430 / 0.278
after CTS: 0.456 / 0.256
final: 0.449 / 0.265
-- power breakdown --
group	leakage (nW)	total [mW]	internal (mW)	switching (mW)
Clock	0.0177	0.108	0.0528	0.0547
Combinational	0.194	0.237	0.131	0.106
Sequential	0.139	0.256	0.207	0.0483
-- cells in the mapped netlist --
cell type / instances / area (sq um)
a21oi_1: 2 / 10.0
nor2_1: 2 / 7.51
dfrtp_1: 9 / 225
o31ai_1: 1 / 7.51
nor3_1: 1 / 5.00
a31oi_1: 1 / 6.26
nand3_1: 1 / 5.00
o2111ai_1: 1 / 8.76
o211ai_1: 2 / 15.0
mux2i_1: 1 / 10.0
nand3b_1: 1 / 7.51
dfstp_2: 1 / 26.3
nor2_4: 1 / 11.3
a211o_1: 1 / 8.76
and2b_4: 1 / 10.0
nand4_1: 3 / 18.8
a21o_1: 1 / 7.51
xnor3_1: 1 / 22.5
o21ai_0: 2 / 10.0
or2b_1: 1 / 7.51
xor2_1: 2 / 17.5
and2_1: 1 / 6.26
and3_1: 1 / 6.26
edfxtp_1: 1 / 30.0
nand2_1: 2 / 7.51
a221oi_1: 1 / 8.76
nand2b_1: 1 / 6.26
o21bai_1: 1 / 7.51
xnor2_1: 4 / 35.0
o311ai_0: 1 / 8.76
inv_1: 7 / 26.3
ha_1: 2 / 25.0
-- logic make-up after synthesis --
kind of cell | share of synthesized area
compound gates | 0.161
xor+xnor | 0.122
fa+ha+maj | 0.0406
buf+inv | 0.0427
flops | 0.457
mux | 0.0163
simple gates | 0.161
-- routing by layer --
layer / up-vias / part of all wire
li1: 244 / -
met1: 231 / 0.46
met2: 5 / 0.50
met3: 2 / 0.0097
met4: 0 / 0.028
met5: - / 0
-- worst max-delay path: cells and delay by family --
kind | cells | cell delay [ns]
compound gates | 2 | 0.35
buf+inv | 3 | 1.07
-- final cells by class --
| cell class | count | area [sq um] | share of cell area |
|---|---|---|---|
| multi-input combinational | 40 | 308 | 0.366 |
| sequential | 11 | 282 | 0.335 |
| timing repair buffer | 14 | 140 | 0.167 |
| tap | 46 | 57.6 | 0.0685 |
| inverter | 7 | 26.3 | 0.0313 |
| clock buffer | 3 | 22.5 | 0.0268 |
| clock inverter | 1 | 5.00 | 0.00595 |
-- final timing paths --
kind	depth (start not counted)	slack, ns	start	to
min in group asynchronous	1	0.60	RST_TOP	FSM_TOP.Curr_State[3]$_DFF_PN0_
worst max-delay path	5	0.26	Data_Valid_TOP	TX_OUT_TOP
worst min-delay path	1	0.45	FSM_TOP.Curr_State[1]$_DFF_PN0_	FSM_TOP.Curr_State[2]$_DFF_PN0_
worst max register to register	5	1.57	Serializer_TOP.Count[0]$_DFFE_PN0P_	Serializer_TOP.Count[3]$_DFFE_PN0P_
max in group asynchronous	1	1.87	RST_TOP	FSM_TOP.Curr_State[0]$_DFF_PN1_
worst min register to register	1	0.45	FSM_TOP.Curr_State[1]$_DFF_PN0_	FSM_TOP.Curr_State[2]$_DFF_PN0_
-- flip-flops by register name, indices dropped and copies added, names as in the netlist --
name                     flops
Serializer_TOP.ser_done      1
FSM_TOP.Curr_State           5
Par_Calc_TOP.par_bit         1
Serializer_TOP.Count         4
Power and IR drop assume default switching activity.
